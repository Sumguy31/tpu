**flow/run.sh**
```bash
#!/bin/bash
# OpenROAD 26Q1-2900-gdf79404cd8, Yosys 0.63+post, stock flow scripts
make -C /OpenROAD-flow-scripts/flow DESIGN_CONFIG=/design/flow/config.mk WORK_HOME=/design/flow/orfs finish
```
**flow/config.mk**
```make
export PLATFORM = sky130hd
export DESIGN_NAME = sram
export DESIGN_NICKNAME = sram
export VERILOG_FILES = /design/flow/design.v
export SDC_FILE = /design/flow/constraint.sdc
export NUM_CORES = 4
export LEC_CHECK = 1
export CORE_UTILIZATION = 40
```
**flow/design.v**
```verilog
`default_nettype none
module sram
#(parameter DATA_WIDTH = 8,
  parameter NUM_ELEM = 8)
 (input  logic clk, rst, we, re,
  input  logic [$clog2(NUM_ELEM)-1:0] addr,
  input  logic [DATA_WIDTH-1:0] data_in,
  output logic [DATA_WIDTH-1:0] data_out);
  logic [NUM_ELEM-1:0][DATA_WIDTH-1:0] mem;
  always_ff @(posedge clk)
    if (rst)
      mem <= 'b0;
    else if (we)
      mem[addr] <= data_in;
  always_latch
    if (re)
      data_out = mem[addr];
endmodule : sram
```
**flow/constraint.sdc**
```tcl
current_design sram

set clk_period 3.3
set clk_io_pct 0.2

create_clock -name clk0 -period $clk_period [get_ports {clk}]

set non_clock_inputs [all_inputs -no_clocks]
set_input_delay [expr $clk_period * $clk_io_pct] -clock clk0 $non_clock_inputs
set_output_delay [expr $clk_period * $clk_io_pct] -clock clk0 [all_outputs]
```
==> impl_metrics.py <==
# Metrics from the implementation run
metrics = {
    "run_status": {
        "outcome": "completed",
    },
    "final_layout": {
        "drive_gt1_share_pct": 19.11,
        "regArea_um2": 1401,
        "nFillCells": 670,
        "final_area_um2": 3650,
        "multiInputGateArea_um2": 1541,
        "syn_to_final_growth_pct": 18.10,
        "final_cell_mix": "dfxtp_1, a22o_1, nand2_1, clkdlybuf4s50_1, mux4_2",
        "layout.cells.most_common": "dfxtp_1",
        "final_cells": 392,
    },
    "floorplan": {
        "num_io_pins": 23,
        "die_w_um": 89.90,
        "fp_util_pct": 41.94,
        "dieArea_um2": 8082,
        "rows": 31,
        "die_height_um": 89.90,
        "core_area_um2": 7370,
    },
    "sta": {
        "clock.fmax_mhz": 357.0,
        "setup_ws_ps": 498.9,
        "slew_viol_final": 0,
        "worstMarginPinSlew_ps": 610.8,
        "rsz0062_at_grt": "false",
        "untimed_endpoints": 16,
        "hold_viol_final": 0,
        "setup_viol": 0,
        "min_period_ps": 2801,
        "setup_tns_ps": 0,
        "max_slew_margin_pct": 59.05,
        "fin_worst_skew_ps": 0,
        "post-route-period-util_pct": 84.88,
        "unclocked_regs": 8,
    },
    "logic_synthesis": {
        "ys_cells": 262,
        "synth_area_um2": 3090,
        "synthCells": 262,
        "edf_count": 0,
        "synthFlopType": "dfxtp_1",
        "ys_types": 37,
        "synth.avg_cell_area_um2": 11.80,
        "synthArstFlopShare_pct": 0,
        "yosys_area_um2": 3090,
        "ys.flops": 72,
        "synth_warnings": 1,
    },
    "drt": {
        "n_antenna_cell": 0,
        "dr_total_vias": 2200,
        "drt_pass1_iterations": 4,
        "ant_nets": 0,
        "m1WireLength_mm": 3.214,
        "drcViolationCount": 0,
        "avgViaCountPerCell": 5.612,
        "dr_wl_met2_mm": 3.323,
        "routedWlPerCell_um": 18.20,
        "routed_wl_mm": 7.134,
        "drt_iter0_markers": 95,
        "top_layer": "met4",
        "routed-wl-met3_um": 479,
    },
    "critical_path": {
        "end_kind": "flop",
        "r2r.worst_path.cells": 2,
        "reg2reg_slack_ps": 2490,
        "critical_path.cell_chain": "clkdlybuf4s50_1 -> inv_1 -> ha_1 -> ha_1 -> and2b_2 -> nand4bb_1 -> mux2_4",
        "crit_slowest_cell": "clkdlybuf4s50_1",
        "cp.required_ps": 3520,
        "crit_type": "in2reg",
        "setup.worst_path.start_class": "input port",
        "cp.arrival_ps": 3020,
        "cpMostUsedCell": "ha_1",
        "cpPeakStageDelay_ps": 510,
        "path_max_fanout": 7,
    },
    "power_and_ir_drop": {
        "ir_worst_vdd_uv": 260.8,
        "switching_share_pct": 22.97,
        "power.switching_mw": 0.3960,
        "power_density_nw_per_um2": 472.3,
        "combPwrFrac_pct": 10.1,
        "p_leak_nw": 1.448,
        "seqPwrFrac_pct": 46.4,
        "clkPwrFrac_pct": 43.5,
        "internal_power_mw": 1.328,
        "p_total_mw": 1.724,
    },
    "place": {
        "post-dp-hpwl_mm": 4.830,
        "place_area_um2": 3430,
        "post-place-cells": 377,
        "portBuffers": 22,
        "routabilityCongestion": 0.8187,
        "post-place-ws_ps": 136.8,
    },
    "clocking": {
        "root_buffer": "clkbuf_8",
        "post_cts_resized": 0,
        "cts_hold_buf": 0,
        "post_cts_buffers": 0,
        "cts_buffers": 9,
        "cts_buffer_depth": 2,
        "clk_latency_ps": 330,
        "cts.htree.levels": 3,
        "path_clk_slew_ps": 70,
        "cts_tree": "built",
    },
    "flow_run": {
        "maxCapViolations": 0,
        "warning_count": 29,
    },
    "min_path": {
        "holdPathStages": 1,
        "worstHoldPathType": "reg2reg",
    },
    "grt": {
        "grt-ovfl-total": 0,
        "grt_pass1_vias": 2218,
        "antenna_found_initial": 0,
        "grt_max_degree": 23,
        "grtUsageTotal_pct": 19.47,
        "grt_pass1_wl_mm": 11.82,
    },
}
-- through the flow --
| stage | hold slack, ps | utilization, % |
|---|---|---|
| global placement | 446.0 | 46.54 |
| global route | 488.4 | 49.52 |
| detailed placement | 455.5 | 46.54 |
| finish | 464.9 | 49.52 |
| CTS | 471.0 | 49.52 |
| floorplan | 436.6 | - |
-- state kept, by name, summed over array words and instances (netlist names) --
register	cells
mem	64
data_out	8
-- layer usage --
metal,global-route usage (%),up-vias
met5,0,-
met4,2.688,0
met3,6.615,8
met2,29.74,59
met1,28.75,1093
li1,-,1040
-- layout make-up --
type | instances | share of cell area, %
repair buffers | 35 | 8.708
clock inverters | 3 | 1.783
multi-input cells | 159 | 42.24
flip-flops and latches | 72 | 38.40
inverters | 12 | 1.234
clock buffers | 12 | 4.251
well taps | 99 | 3.394
-- logic make-up after synthesis --
group                      count (synthesis)  synth area share, %
AOI/OAI and AO/OA                         64                20.49
and+or+nand+nor                           64                11.38
DFF                                       64                41.46
buffers and inverters                     31                4.777
muxes                                     24                15.18
latches                                    8                3.886
adders and majority gates                  7                2.834
-- cells in the mapped netlist (3+ instances only) --
cell / n / area, um^2
ha_1: 7 / 87.58
mux2_4: 5 / 75.07
o32ai_1: 8 / 70.07
nand2b_1: 5 / 31.28
inv_1: 11 / 41.29
a22o_1: 42 / 367.9
clkbuf_1: 10 / 37.54
mux4_2: 15 / 337.8
and3_1: 5 / 31.28
mux2i_1: 3 / 30.03
nor2_1: 5 / 18.77
dfxtp_1: 64 / 1281
a32o_1: 6 / 60.06
a31oi_4: 5 / 106.4
buf_6: 3 / 33.78
nor2b_1: 5 / 31.28
nand2_1: 27 / 101.4
and2_1: 4 / 25.02
dlxtp_1: 8 / 120.1
buf_2: 4 / 20.02
-- worst paths after layout --
kind	start	to
max reg2reg	mem[3]$_SDFFE_PP0P_	mem[3]$_SDFFE_PP0P_
min	mem[17]$_SDFFE_PP0P_	mem[17]$_SDFFE_PP0P_
max	addr[1]	mem[6]$_SDFFE_PP0P_
min reg2reg	mem[17]$_SDFFE_PP0P_	mem[17]$_SDFFE_PP0P_
-- power groups by stage --
| stage | Clock (mW) | Combinational (mW) | Sequential [mW] |
|---|---|---|---|
| final | 0.749 | 0.174 | 0.800 |
| after global routing | 0.803 | 0.188 | 0.801 |
| after CTS | 0.766 | 0.175 | 0.800 |
-- critical path, delay by kind of cell --
family	cells	cell delay, ps
buffers and inverters	2	590
adder cells (fa/ha/maj)	2	550
multiplexers	1	480
AND/OR/NAND/NOR	2	740
No activity file was given, so power comes from the tool's default toggle rates.
