==> /design/flow/design.v <==
`default_nettype none
module my_chip (
    input logic [11:0] io_in,  
    output logic [11:0] io_out,  
    input logic clock,
    input logic reset  
);
  tpu TPU(.clk(clock), .rst(reset),
          .insert_kernal(io_in[0]),
          .write(io_in[1]),
          .write_mode(io_in[2]),
          .ready(io_in[3]),
          .data_in(io_in[11:4]),
          .done(io_out[0]),
          .data_out(io_out[11:4])
         );
endmodule
`default_nettype none
module counter
#(parameter DATA_WIDTH = 8,
  parameter MAX = {DATA_WIDTH{1'b1}})
 (input  logic clk, rst, en,
  output logic [DATA_WIDTH-1:0] Q);
  logic [DATA_WIDTH-1:0] Q_next;
  assign Q_next = (Q == MAX) ? 'b0 : Q + 'b1;
  always_ff @(posedge clk)
    if (rst)
      Q <= 'b0;
    else if (en)
      Q <= Q_next;
endmodule : counter
`default_nettype none
module mac
#(parameter IN_WIDTH=4,
  parameter OUT_WIDTH=4)
 (input  logic clk, rst, en, input  logic [IN_WIDTH-1:0] a, b,
  output logic [OUT_WIDTH-1:0] sum);
  logic [OUT_WIDTH-1:0] new_sum, prod;
  assign prod = a * b;
  assign new_sum = prod + sum;
  register #(OUT_WIDTH) sum_reg(.clk, .rst, .we(en),
                                   .D(new_sum), .Q(sum));
endmodule : mac
`default_nettype none
typedef logic [8-1:0] data_t;
module matrix
#(parameter MATRIX_DIM=16,
  parameter LENGTH=MATRIX_DIM*MATRIX_DIM)
 (input  logic                                        clk, rst, we,
  input  data_t                                       D,
  input  logic [$clog2(LENGTH)-1:0]                   addr,
  output data_t Q);
  data_t [LENGTH-1:0] data;
  assign Q = data[addr];
  always_ff @(posedge clk) begin
    if (rst)
      data <= 'b0;
    else if (we)
      data[addr] <= D;
  end
endmodule : matrix
`default_nettype none
module register
#(parameter DATA_WIDTH=8)
 (input  logic clk, rst, we,
  input  logic [DATA_WIDTH-1:0] D,
  output logic [DATA_WIDTH-1:0] Q);
  always_ff @(posedge clk)
    if (rst)
      Q <= 'b0;
    else if (we)
      Q <= D;
endmodule : register
`default_nettype none
module toplevel_chip (
    input [13:0] io_in,
    output [13:0] io_out
);
    my_chip mchip (
        .io_in(io_in[11:0]),
        .io_out(io_out[11:0]),
        .clock(io_in[12]),
        .reset(io_in[13])
    );
    assign io_out[13:12] = 2'b00;
endmodule
`default_nettype none
module tpu
#(parameter MATRIX_DIM=32,
  parameter CONV_DIM=3)
 (input  logic clk, rst,
  input  logic insert_kernal, write_mode, write, ready,
  input  data_t data_in,
  output logic done,
  output data_t data_out);
  typedef struct packed {
    logic [$clog2(MATRIX_DIM)-1:0] x,y;
  } base_coord_t;
  typedef struct packed {
    logic [$clog2(MATRIX_DIM):0] x,y;
  } matrix_coord_t;
  typedef struct packed {
    logic [$clog2(CONV_DIM)-1:0] x,y;
  } conv_coord_t;
  data_t kernal_data;
  conv_coord_t kernal_addr;
  logic [($clog2(CONV_DIM*CONV_DIM))-1:0] kernal_data_sel;
  always_comb begin
    kernal_data_sel = kernal_addr.y * CONV_DIM
                      + {{$clog2(CONV_DIM){1'b0}},kernal_addr.x};
  end
  matrix #(.MATRIX_DIM(CONV_DIM))
         KERNAL_MAT(.clk, .rst, .we(insert_kernal & write),
                    .D(data_in), .Q(kernal_data),
                    .addr(kernal_data_sel));
  data_t matrix_data;
  matrix_coord_t matrix_addr;
  logic [($clog2(MATRIX_DIM*MATRIX_DIM))-1:0] matrix_data_sel;
  always_comb begin
    if (write_mode & ~insert_kernal)
    matrix_data_sel = base_addr.y[$clog2(MATRIX_DIM)-1:0] *  MATRIX_DIM
                    + {{$clog2(MATRIX_DIM){1'b0}}, base_addr.x[$clog2(MATRIX_DIM)-1:0]};
    else
    matrix_data_sel = matrix_addr.y[$clog2(MATRIX_DIM)-1:0] *  MATRIX_DIM
                    + {{$clog2(MATRIX_DIM){1'b0}}, matrix_addr.x[$clog2(MATRIX_DIM)-1:0]};
  end
  matrix #(.MATRIX_DIM(MATRIX_DIM))
         MATRIX_MAT(.clk, .rst, .we(~insert_kernal & write),
                    .D(data_in), .Q(matrix_data),
                    .addr(matrix_data_sel));
  base_coord_t base_addr;
  logic kernal_y_incr, kernal_x_incr;
  assign kernal_x_incr = (write_mode & write & insert_kernal & ready) | ~(write_mode);
  assign kernal_y_incr = kernal_addr.x == CONV_DIM-1;
  counter #($bits(kernal_addr.x), CONV_DIM-1)
          kernal_addr_x_counter(.clk, .rst, .en(kernal_x_incr), .Q(kernal_addr.x));
  counter #($bits(kernal_addr.y), CONV_DIM-1)
          kernal_addr_y_counter(.clk, .rst, .en(kernal_y_incr), .Q(kernal_addr.y));
  logic base_y_incr, base_x_incr;
  assign base_x_incr = ((& kernal_y_incr) & ~write_mode) |
                        (write_mode & write & ~insert_kernal);
  assign base_y_incr = base_addr.x == MATRIX_DIM-1;
  counter #($bits(base_addr.x)) base_addr_x_counter(.clk, .rst, .en(base_x_incr), .Q(base_addr.x));
  counter #($bits(base_addr.y)) base_addr_y_counter(.clk, .rst, .en(base_y_incr), .Q(base_addr.y));
  parameter DIFF = $clog2(MATRIX_DIM)-$clog2(CONV_DIM);
  assign matrix_addr.x = base_addr.x + {{DIFF{1'b0}}, kernal_addr.x};
  assign matrix_addr.y = base_addr.y + {{DIFF{1'b0}}, kernal_addr.y};
  logic mac_en, mac_rst;
  assign mac_rst = (base_x_incr & ready) | rst;
  assign done = mac_rst & ~rst;
  assign mac_en = ~matrix_addr.x[$clog2(MATRIX_DIM)] & ~matrix_addr.y[$clog2(MATRIX_DIM)] & ~write_mode;
  mac #(8,8)
      conv_mac (.clk, .rst(mac_rst), .en(mac_en),
                .a(kernal_data),
                .b(matrix_data),
                .sum(data_out));
endmodule : tpu
==> /design/flow/run.sh <==
#!/bin/bash
# OpenROAD 26Q1-2900-gdf79404cd8, Yosys 0.63+post, stock flow scripts
make -C /OpenROAD-flow-scripts/flow DESIGN_CONFIG=/design/flow/config.mk WORK_HOME=/design/flow/orfs finish
==> /design/flow/config.mk <==
export PLATFORM = sky130hd
export DESIGN_NAME = toplevel_chip
export DESIGN_NICKNAME = toplevel_chip
export VERILOG_FILES = /design/flow/design.v
export SDC_FILE = /design/flow/constraint.sdc
export NUM_CORES = 4
export LEC_CHECK = 1
export CORE_UTILIZATION = 30
==> /design/flow/constraint.sdc <==
current_design toplevel_chip

set clk_period 308.5
set clk_io_pct 0.2

create_clock -name clk0 -period $clk_period [get_ports {io_in}]

set non_clock_inputs [all_inputs -no_clocks]
set_input_delay [expr $clk_period * $clk_io_pct] -clock clk0 $non_clock_inputs
set_output_delay [expr $clk_period * $clk_io_pct] -clock clk0 [all_outputs]
==> CHANGELOG.md <==
## Flow update

- RePlAce Congestion: between 0.9 and 1
- Init Core Util: 0.301
- Dominant cell area share: 0.455
- Top Ports: 28
- Cell Area, Synth: 365000 µm²
- Die Y-Extent: roughly 1.1 mm
- Yosys cell types: 106
- # port buffers: 9
- Yosys reg bits: 8286
- Post-synth EDFFs: 0
- Largest area contributor in the netlist: dfxtp_1
- Post-Syn Area per Cell: around 7.3 µm²
- Die Width: 1.10 mm
- Synth Instances: around 50000
- Post-synth area hogs: dfxtp_1 45%, nand2_1 22%, a21oi_1 11%, mux4_2 3.1%, mux2i_1 2.5%
- Chip Area, Yosys: between 300000 and 400000 µm²
- Ys flop type: dfxtp_1
- Seq share, synth: 0.455
- YS warnings: 9
- Outcome: aborted with a tool error
- DP HPWL: 876 mm
- Async SR Flop Fraction: 0
- # Cells Yosys: between 40000 and 50000
- Stage reached: 4_1_cts
- First Error: [ERROR DPL-0036] Detailed placement failed.
- Post-DP Area: 369000 µm²
- # rows: 404
==> synthesized netlist by cell type, types with 166 or more instances <==
cell type,n
a21oi_1,8352
mux4_2,507
dfxtp_1,8286
mux2i_1,903
a32oi_1,544
a311oi_1,166
nand3_1,1714
and3_1,411
a31oi_1,398
buf_2,751
nand2_1,21850
nor2_1,1212
nand4_1,409
a211oi_1,343
buf_1,197
clkbuf_1,2281
buf_4,247
==> metrics by stage <==
stage	hold WS, ns	power, mW	instances	setup slack [ns]
detailed placement	0.0627	4.03	62380	62.05
global placement	0.0627	4.03	62380	62.05
floorplan	0.285	4.80	49889	91.60
==> cells by family after synthesis <==
kind of cell / share of synthesized area
compound gates: 0.159
other cells: 0.0000103
xor+xnor: 0.000782
buf+inv: 0.0445
flops: 0.455
simple gates: 0.282
fa+ha+maj: 0.00244
mux: 0.0567
Power figures rest on the tool's default switching activity, not on a simulated workload.
